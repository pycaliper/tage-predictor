File: run.sh
#!/bin/bash
# OpenROAD 26Q1-2900-gdf79404cd8, Yosys 0.63+post, stock flow scripts
make -C /OpenROAD-flow-scripts/flow DESIGN_CONFIG=/design/flow/config.mk WORK_HOME=/design/flow/orfs finish
File: config.mk
export PLATFORM = sky130hd
export DESIGN_NAME = tage_table
export DESIGN_NICKNAME = tage_table
export VERILOG_FILES = /design/flow/design.v
export SDC_FILE = /design/flow/constraint.sdc
export NUM_CORES = 4
export LEC_CHECK = 1
export CORE_UTILIZATION = 40
File: constraint.sdc
current_design tage_table

set clk_period 357.7
set clk_io_pct 0.2

create_clock -name clk0 -period $clk_period [get_ports {clk_i}]

set non_clock_inputs [all_inputs -no_clocks]
set_input_delay [expr $clk_period * $clk_io_pct] -clock clk0 $non_clock_inputs
set_output_delay [expr $clk_period * $clk_io_pct] -clock clk0 [all_outputs]
File: design.v
module tage_table
    (
        input logic clk_i,
        input logic rst_i,
        input logic br_result_i, update_u_i, dec_u_i, alloc_i, provider_i,
        input logic [(11 - 2)-1:0] hash_idx_i,
        input logic [8:0] hash_tag_i,
        output logic prediction_o, tag_hit_o, new_entry_o,
        output logic [1:0] u_o
    );
    logic [2:0] ctr [2**(11 - 2)-1:0];
    logic [8:0] tag [2**(11 - 2)-1:0];
    logic [1:0] u   [2**(11 - 2)-1:0];
    logic [(11 - 2)-1:0] prev_idx;
    logic [8:0] prev_hash_tag;
    logic [17:0] u_clear_ctr;
    logic u_clear_col;
    assign new_entry_o = ((ctr[prev_idx] == 3'b100 || ctr[prev_idx] == 3'b011) && u[prev_idx] == 2'b0);
    always_ff @(posedge clk_i) begin
    if (rst_i) begin
            for (int i = 0; i < 2**(11 - 2); i++) begin
                ctr[i] = 3'b0;
                tag[i] = 9'b0;
                u[i]   = 2'b0;
            end
            u_clear_ctr = 0;
            u_clear_col = 0;
            tag_hit_o = 0;
            prediction_o = 0;
            u_o = 0;
            prev_idx = 0;
            prev_hash_tag = 0;
    end else begin
        if (alloc_i) begin
            ctr[prev_idx] <= br_result_i ? 3'b100 : 3'b011;
            tag[prev_idx] <= prev_hash_tag;
            u[prev_idx] <= 2'b0;
        end
        if (dec_u_i && (u[prev_idx] != 2'b00))
            u[prev_idx] <= u[prev_idx] - 1;
        if (provider_i) begin
            if (prev_idx != hash_idx_i) begin
                if (br_result_i && (ctr[prev_idx] != 3'b111))
                    ctr[prev_idx] <= ctr[prev_idx] + 1;
                else if (~br_result_i && ctr[prev_idx] != 3'b0)
                    ctr[prev_idx] <= ctr[prev_idx] - 1;
            end
            if (update_u_i) begin
                if ((br_result_i == ctr[prev_idx][2]) && (u[prev_idx] != 2'b11))
                    u[prev_idx] <= u[prev_idx] + 1;
                else if ((br_result_i != ctr[prev_idx][2]) && (u[prev_idx] != 2'b00))
                    u[prev_idx] <= u[prev_idx] - 1;
            end
        end
        tag_hit_o <= (tag[hash_idx_i] == hash_tag_i);
        prediction_o <= ctr[hash_idx_i][2];
        u_o <= u[hash_idx_i];
        prev_idx <= hash_idx_i;
        prev_hash_tag <= hash_tag_i;
        if (u_clear_ctr == 2**18-1) begin
            for (int i = 0; i < (11 - 2); i++)
                u[i][u_clear_col] <= 0;
            u_clear_ctr <= 0;
            u_clear_col <= ~u_clear_col;
        end else
            u_clear_ctr <= u_clear_ctr + 1;
    end
    end
endmodule
==> PnR_summary.wiki <==
== Flow metrics ==
{| class="wikitable"
! Metric !! Value
|-
| Result of the run || aborted with a tool error
|-
| Stage at which the run stopped || 5_1_grt
|-
| First error line in the log || [ERROR GRT-0116] Global routing finished with congestion. Check the congestion regions in the DRC Viewer.
|-
| Total placed instance area || 399000 um^2
|-
| Horizontal die dimension || ~940 um
|-
| Number of standard cells reported by yosys || 47700
|-
| Vias in the first global route || about 530k
|-
| Number of rows created at floorplan || between 300 and 400
|-
| Count of buffers inserted at the top-level ports || 29
|-
| Ys Warns || 4
|-
| Routability cong. || around 2.1
|-
| Clock sink count || about 7000
|-
| All-layer global routing usage || 1.29
|-
| Number of buffers added for setup after CTS || 0
|-
| Cell resize tally after clock tree synthesis || 0
|-
| FP Util || 0.402
|-
| Flops & latches, synth || about 7000
|-
| Die height || around 940 um
|-
| Number of enable flip-flop cells || 18
|-
| Maximum number of pins on one net before global-route repair || 162
|-
| Post-placement cell count || ~60000
|-
| Dominant register cell in the synthesized netlist || sky130_fd_sc_hd__dfxtp_1
|-
| Count of pins on the block boundary || 30
|-
| Total standard cell area after synthesis || around 350000 um^2
|-
| Synth Area per Inst || ~7.4 um^2
|-
| Yosys stat area || 351000 um^2
|-
| Distinct cells, synth || just under 100
|-
| H-tree depth reported by CTS || 6
|-
| Sequential share of the synthesized area || 0.411
|-
| Clock buffers created by TritonCTS || ~820
|-
| Ys async rst share || 0
|-
| Instance count of the mapped netlist || approximately 48000
|-
| Root cell of the clock tree || sky130_fd_sc_hd__clkbuf_16
|-
| Aggregate global routing overflow || between 200k and 250k
|-
| Maximum number of buffers from clock root to sink || 4
|-
| Hold buffer count at cts || 0
|-
| Wire length of the first global-routing pass || slightly above 7000 mm
|-
| DP Wirelength || a little over 4000 mm
|}
[routing by layer]
metal	global-route usage	overflow
met5	0.944	2404
met4	1.03	14900
met3	1.11	32500
met2	1.46	94400
met1	1.41	94300
[cells in the mapped netlist, drive strengths merged, types with 23 or more instances]
| cell type | instances | area share |
|---|---|---|
| nand2 | 13000 | 0.14 |
| a21oi | 7345 | 0.10 |
| dfxtp | 7191 | 0.41 |
| clkbuf | 4177 | 0.045 |
| a22oi | 3001 | 0.064 |
| o21ai | 2603 | 0.037 |
| nor2 | 1406 | 0.015 |
| nor3 | 1076 | 0.015 |
| a22o | 974 | 0.024 |
| nand4 | 731 | 0.013 |
| nand3 | 661 | 0.0094 |
| buf | 633 | 0.0086 |
| o31ai | 418 | 0.0089 |
| a211oi | 381 | 0.0082 |
| a221oi | 380 | 0.0095 |
| a221o | 379 | 0.011 |
| nor4 | 364 | 0.0065 |
| o211ai | 290 | 0.0062 |
| a32oi | 277 | 0.0069 |
| o221ai | 211 | 0.0053 |
| a211o | 203 | 0.0051 |
| o22ai | 195 | 0.0035 |
| a31oi | 194 | 0.0035 |
| o32ai | 169 | 0.0042 |
| mux2i | 168 | 0.0048 |
| o311a | 148 | 0.0042 |
| o22a | 119 | 0.0030 |
| a222oi | 95 | 0.0027 |
| or4 | 74 | 0.0016 |
| and4 | 66 | 0.0016 |
| a21boi | 58 | 0.0012 |
| o31a | 57 | 0.0014 |
| inv | 49 | 0.00052 |
| o2111ai | 49 | 0.0012 |
| nor2b | 42 | 0.00075 |
| and3 | 40 | 0.00071 |
| a32o | 26 | 0.00074 |
| a2111oi | 24 | 0.00065 |
| nor4bb | 24 | 0.00068 |
| nand4b | 23 | 0.00057 |
[cell families after synthesis]
logic type / after synthesis / synth area share
xor+xnor: 39 / 0.000973
flops: 7209 / 0.411
simple gates: 17700 / 0.208
buf+inv: 4859 / 0.0538
mux: 184 / 0.00531
compound gates: 17700 / 0.320
fa+ha+maj: 7 / 0.000249
[per-stage QoR]
stage	setup slack, ns	hold slack, ns
2_1_floorplan	281.71	0.432
3_3_place_gp	277.12	0.440
3_5_place_dp	277.30	0.446
4_1_cts	276.06	0.454
