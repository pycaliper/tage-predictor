===== design/flow/run.sh =====
#!/bin/bash
# OpenROAD 26Q1-2900-gdf79404cd8, Yosys 0.63+post, stock flow scripts
make -C /OpenROAD-flow-scripts/flow DESIGN_CONFIG=/design/flow/config.mk WORK_HOME=/design/flow/orfs finish

===== design/flow/config.mk =====
export PLATFORM = sky130hd
export DESIGN_NAME = bht
export DESIGN_NICKNAME = bht
export VERILOG_FILES = /design/flow/design.v
export SDC_FILE = /design/flow/constraint.sdc
export NUM_CORES = 4
export LEC_CHECK = 1
export CORE_UTILIZATION = 30

===== design/flow/constraint.sdc =====
current_design bht

set clk_period 154.6
set clk_io_pct 0.2

create_clock -name clk0 -period $clk_period [get_ports {clk_i}]

set non_clock_inputs [all_inputs -no_clocks]
set_input_delay [expr $clk_period * $clk_io_pct] -clock clk0 $non_clock_inputs
set_output_delay [expr $clk_period * $clk_io_pct] -clock clk0 [all_outputs]

===== design/flow/design.v =====
module bht
    (
        input logic clk_i,
        input logic rst_i,
        input logic br_result_i, update_en_i,
        input logic [11-1:0] idx_i,
        output logic prediction_o
    );
    logic [11-1:0] prev_idx;
    logic [1:0] bht_data [2**11-1:0];
    always_ff @(posedge clk_i) begin
    if (rst_i) begin
        for (int i = 0; i < 2**11; i++)
            bht_data[i] = 2'b0;
        prediction_o <= 1'b0;
        prev_idx <= 0;
    end else begin
        if (prev_idx != idx_i && update_en_i) begin
            if(br_result_i && (bht_data[prev_idx] != 2'b11))
                bht_data[prev_idx] <= bht_data[prev_idx] + 1;
            else if(~br_result_i && (bht_data[prev_idx] != 2'b0))
                bht_data[prev_idx] <= bht_data[prev_idx] - 1;
        end
        prediction_o <= bht_data[idx_i][1];
        prev_idx <= idx_i;
    end
    end
endmodule

==> reports/results.md <==
| Item | This run |
|---|---|
| Cell type with the largest total area | dfxtp_1 |
| Total global routing track utilization | 103.4% |
| Yosys cell count | 33028 |
| Area of the synthesized netlist per yosys stat | 250100 um^2 |
| Number of standard cells after synthesis | 33028 |
| Area share, top type | 32.88% |
| Placement Setup Slack | 116.51 ns |
| H-tree level count | 6 |
| Syn. warnings | 2 |
| Post-CTS Hold Buffers | 0 |
| Maximum number of pins on one net before global-route repair | 138 |
| Chip Width | 915.0 um |
| Share of async-settable or async-resettable flops after synthesis | 0% |
| Outcome | did not finish |
| First error in the log | [ERROR GRT-0116] Global routing finished with congestion. Check the congestion regions in the DRC Viewer. |
| Post-detail-place hpwl | 3000 mm |
| Per-instance average area after synthesis | 7.572 um^2 |
| Wire length of the first global-routing pass | 5609 mm |
| Failing step | global routing (5_1_grt) |
| Congestion Overflow GR | 79201 |
| Number of CTS-inserted buffers | 527 |
| Setup Fix Bufs, Post-CTS | 0 |
| Synth Seq Share | 32.88% |
| Die outline height | 915.0 um |
| Number of global-route vias before repair | 428958 |
| Num ports | 16 |
| Cts repair resizes | 0 |
| Initial cell density of the core | 30.07% |
| Top post-synthesis cells by area | dfxtp_1 (33%), a222oi_1 (8.3%), a22o_1 (7.9%) |
| Flops & latches, synth | 4108 |
| CTS Buffer Depth | 4 |
| Number of rows in the core area | 335 |
| Cell count after placement | 44472 |
| Final weighted congestion of routability-driven global placement | 1.818 |
| Synthesized area | 250100 um^2 |
| Post-synth EDFFs | 0 |
| I/O Buffers | 15 |
| Clock Tree Root | clkbuf_16 |
| Top FF cell, synth | dfxtp_1 |
| Cell Type Count | 92 |
| Clock sink count | 4108 |
synth_stat cells, types with 30 or more instances:
library cell	n
nor2_1	4598
dfxtp_1	4108
clkbuf_1	3186
nand2_1	2725
a21oi_1	2323
a22o_1	2243
a222oi_1	2077
o31ai_1	1968
a22oi_1	1716
o21ai_1	1359
o21ai_0	964
nand3_1	902
buf_2	730
nor4_1	589
nand4_1	456
nor3_1	352
o22ai_1	262
a31oi_1	251
a221oi_1	215
and3_1	198
buf_1	176
o211ai_1	126
o2111ai_1	114
o41ai_1	107
buf_4	103
a32oi_1	101
or4_1	90
a2111oi_0	79
o32ai_1	71
a41oi_1	68
inv_1	61
buf_6	54
nor3b_1	46
mux2i_1	43
o21bai_1	43
a211oi_1	34
o311ai_1	30
through the flow:
stage / cell area [um^2] / hold slack [ns]
3_3_place_gp: 284500 / 0.4425
4_1_cts: 302400 / 0.4573
2_1_floorplan: 250100 / 0.4303
3_5_place_dp: 284600 / 0.4461
kinds of logic after synthesis:
family / Yosys count / synth area share [%]
AND-OR/OR-AND: 14355 / 41.92
XOR/XNOR: 22 / 0.07704
buffers and inverters: 4312 / 7.158
flip-flops: 4108 / 32.88
multiplexers: 49 / 0.1991
AND/OR/NAND/NOR: 10182 / 17.76
routing by layer:
layer | GRT usage, % | overflow
met1 | 100.1 | 16096
met2 | 119.4 | 43213
met3 | 93.78 | 9514
met4 | 96.50 | 9519
met5 | 82.47 | 859
